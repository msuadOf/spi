## run.sh

```bash
#!/bin/bash
# OpenROAD 26Q1-2900-gdf79404cd8, Yosys 0.63+post, stock flow scripts
make -C /OpenROAD-flow-scripts/flow DESIGN_CONFIG=/design/flow/config.mk WORK_HOME=/design/flow/orfs finish
```

## config.mk

```make
export PLATFORM = sky130hd
export DESIGN_NAME = spi_slave
export DESIGN_NICKNAME = spi_slave
export VERILOG_FILES = /design/flow/design.v
export SDC_FILE = /design/flow/constraint.sdc
export NUM_CORES = 4
export LEC_CHECK = 1
export CORE_AREA = 10 10 90 90
export DIE_AREA = 0 0 100 100
```

## constraint.sdc

```tcl
current_design spi_slave

set clk_period 1.0
set clk_io_pct 0.2

create_clock -name clk0 -period $clk_period [get_ports {i_cs}]
create_clock -name clk1 -period $clk_period [get_ports {i_sck}]

set non_clock_inputs [all_inputs -no_clocks]
set_input_delay [expr $clk_period * $clk_io_pct] -clock clk0 $non_clock_inputs
set_output_delay [expr $clk_period * $clk_io_pct] -clock clk0 [all_outputs]
```

## design.v

```verilog
module spi_slave (
    sys_clk,
    sys_rst_n,
    i_sck,
    i_cs,
    i_rx_ch1,
    i_rx_ch2,
    o_getdata
);
  input wire sys_clk;
  input wire sys_rst_n;
  input wire i_sck;
  input wire i_cs;
  input wire i_rx_ch1;
  input wire i_rx_ch2;
  output wire [16-1:0] o_getdata;
  reg [16-1:0] Rec_Data = 16'd0;
  reg [16-1:0] getdata = 16'b0;
  assign o_getdata = getdata;
  reg [5-1:0] Data_State = 5'd0;
  parameter D7_State = 5'd0;
  parameter D6_State = 5'd1;
  parameter D5_State = 5'd2;
  parameter D4_State = 5'd3;
  parameter D3_State = 5'd4;
  parameter D2_State = 5'd5;
  parameter D1_State = 5'd6;
  parameter D0_State = 5'd7;
  always @(posedge i_sck) begin
    if (i_cs == 1)   
      Rec_Data <= 8'b0000_0000;
    else   
    begin
      if (i_sck == 1) begin
        case (Data_State)
          D7_State: begin
            Rec_Data[7]  <= i_rx_ch1;
            Rec_Data[15] <= i_rx_ch2;
            Data_State   <= D6_State;
          end
          D6_State: begin
            Rec_Data[6]  <= i_rx_ch1;
            Rec_Data[14] <= i_rx_ch2;
            Data_State   <= D5_State;
          end
          D5_State: begin
            Rec_Data[5]  <= i_rx_ch1;
            Rec_Data[13] <= i_rx_ch2;
            Data_State   <= D4_State;
          end
          D4_State: begin
            Rec_Data[4]  <= i_rx_ch1;
            Rec_Data[12] <= i_rx_ch2;
            Data_State   <= D3_State;
          end
          D3_State: begin
            Rec_Data[3]  <= i_rx_ch1;
            Rec_Data[11] <= i_rx_ch2;
            Data_State   <= D2_State;
          end
          D2_State: begin
            Rec_Data[2]  <= i_rx_ch1;
            Rec_Data[10] <= i_rx_ch2;
            Data_State   <= D1_State;
          end
          D1_State: begin
            Rec_Data[1] <= i_rx_ch1;
            Rec_Data[9] <= i_rx_ch2;
            Data_State  <= D0_State;
          end
          D0_State: begin
            Rec_Data[0] <= i_rx_ch1;
            Rec_Data[8] <= i_rx_ch2;
            Data_State  <= D7_State;
          end
          default: Data_State <= D7_State;
        endcase
      end
    end
  end
  always @(posedge i_cs) begin
    getdata <= Rec_Data;
  end
endmodule
```

==> ci_impl_report.md <==
### Flow metrics

| Metric | Value |
|---|---|
| Share of layout cells above drive strength 1 | `56.6%` |
| Routed vias | `1031` |
| Slowest CP cell | `or4b_4` |
| Detailed placement HPWL | `1320 um` |
| Post-Layout Inst Area | `0.00227 sq mm` |
| Failing checks | `setup timing` |
| Setup TNS Final | `-5.07 ns` |
| Total power | `10.9 mW` |
| Clock Skew | `0.00488 ns` |
| Core area | `0.00628 sq mm` |
| Maximum number of pins on one net before global-route repair | `11` |
| Fin Hold WS | `0.169 ns` |
| DP Cell Count | `180` |
| DIE HEIGHT | `100 um` |
| Filler cell count | `571` |
| Yosys warning tally | `1` |
| Final WS setup | `-0.359 ns` |
| Synth cell types | `17` |
| TritonRoute pass-1 iters | `4` |
| # setup viols final | `45` |
| Maxcap violations | `0` |
| Vias per Instance | `4.24` |
| Pwr Density | `4820 mW/mm^2` |
| First-pass GRT wire length | `6000 um` |
| Cells in synth_stat.txt | `88` |
| Synthesized area | `0.00115 sq mm` |
| Slew margin rel. | `89.8%` |
| Gate count after technology mapping | `88` |
| Worst min path class | `clk -> reg` |
| CTS tree | `built` |
| Area after DPL | `0.00143 sq mm` |
| Worst IR Drop VDD | `2.00 mV` |
| 1st-iter DRT viols | `38` |
| Wirelength per Cell | `15.9 um` |
| Critical path capture point type | `flop` |
| Number of antenna diodes | `0` |
| Pre-placement core utilization | `18.4%` |
| RSZ-0062 raised after global routing | `yes` |
| Tightest Pin Transition | `0.149 ns` |
| Gr usage total | `8.32%` |
| Req. time, crit path | `1.25 ns` |
| CP cell instances | `or4b_4 -> clkbuf_8 -> mux2i_1` |
| YS chip area | `0.00115 sq mm` |
| Final Max Slew Viols | `0` |
| OpenROAD warning count | `63` |
| IO Port Bufs | `18` |
| Final Hold Fails | `0` |
| Initial antenna violation count | `0` |
| Lkg Pwr | `1.03 nW` |
| GRT overflow | `0` |
| P&R area growth vs syn | `96.9%` |
| Die width | `100 um` |
| # DRC | `0` |
| Crit Path Category | `reg -> reg` |
| Max FO, Critical Path | `3` |
| CP Launch Type | `flop` |
| Seq/Total Area, Yosys | `63.4%` |
| Clk pin slew, worst setup/hold paths | `0.07 ns` |
| Yosys reg bits | `35` |
| Routed wire length | `3860 um` |
| Final Core Density | `36.1%` |
| Die ar. | `0.0100 sq mm` |
| # clock sinks | `35` |
| Largest stage delay, worst path | `0.54 ns` |
| Finished Layout Cells | `243` |
| Vias in the first global route | `1666` |
| Site Rows | `29` |
| Status | `complete, but fails checks` |
| GP Congestion | `0.726` |
| Pre-CTS WS | `-0.171 ns` |
| Detail Route Antenna Nets | `0` |
| Arr. time, crit path | `1.61 ns` |
| Num ports | `22` |
| Avg Inst Size Synth | `13.1 sq um` |
==> registers in the layout, summed over array words and instances (netlist names) <==
signal,cells
Data_State,3
Rec_Data,16
getdata,16
==> synthesized netlist by cell type <==
master / n / area, sq um
dfxtp_1: 32 / 641
nand2b_1: 18 / 113
mux2i_1: 16 / 160
clkbuf_1: 3 / 11.3
edfxtp_1: 3 / 90.1
nand4bb_1: 3 / 33.8
and4b_2: 2 / 22.5
buf_2: 2 / 10.0
buf_6: 1 / 11.3
inv_1: 1 / 3.75
nand2_1: 1 / 3.75
nand4_1: 1 / 6.26
nand4b_1: 1 / 8.76
nor2b_1: 1 / 6.26
or4b_4: 1 / 13.8
xnor2_1: 1 / 8.76
xor2_1: 1 / 8.76
==> where the power goes <==
part	internal [mW]	switching, mW
clock	6.04	2.70
sequential	1.88	0.140
combinational	0.122	0.0286
total	8.05	2.87
==> cells in the final DEF, fill, tap and decap left out <==
cell type,netlist,layout
nand2b_1,18,15
clkbuf_4,0,1
buf_2,2,16
nor2b_4,0,1
dfxtp_1,32,23
nand2_2,0,1
edfxtp_1,3,3
clkbuf_8,0,32
clkbuf_16,0,8
buf_8,0,9
buf_6,1,3
nand4b_1,1,1
nand4bb_4,0,1
clkdlybuf4s50_1,0,2
buf_4,0,7
xor2_1,1,1
and4b_2,2,2
inv_1,1,1
xnor2_1,1,1
mux2i_1,16,16
dfxtp_2,0,9
clkbuf_1,3,5
nand2b_4,0,3
nand4_1,1,1
clkinv_1,0,1
or4b_4,1,1
nand4bb_1,3,2
==> per-layer routing <==
layer	track usage, %	vias up	share of wire, %
met5	0	-	0
met4	13.9	0	6.8
met3	14.4	44	18
met2	6.12	94	40
met1	4.85	449	35
li1	-	444	-
==> path summary, 6_finish.rpt <==
check              slack (ns)  depth (start not counted)      endpoint          start
hold reg to reg          0.35                          0    getdata[3]    Rec_Data[3]
max in group clk0        0.02                          1  o_getdata[2]     getdata[2]
setup / recovery        -0.36                          3  Rec_Data[15]  Data_State[0]
setup reg to reg        -0.36                          3  Rec_Data[15]  Data_State[0]
min in group clk0        0.35                          0    getdata[3]    Rec_Data[3]
hold / removal           0.17                          5   Rec_Data[2]           i_cs
==> layout make-up <==
cell class	instances	area (sq um)	share of cell area [%]
Clock inverter	1	3.75	0.165
Multi-Input combinational cell	46	434	19.1
Timing Repair Buffer	25	164	7.23
Tap cell	77	96.3	4.25
Sequential cell	35	742	32.7
Inverter	1	3.75	0.165
Clock buffer	58	825	36.3
==> critical path: cells and delay by family, from the launching register on <==
family / cells / cell delay [ns]
buffers and inverters: 1 / 0.16
flip-flops: 1 / 0.45
multiplexers: 1 / 0.10
AND/OR/NAND/NOR: 1 / 0.54
==> repair_timing <==
item	CTS	global route
cloned	0	1
hold buffers	0	0
endpoints found under the setup margin	61	47
resized	63	13
setup buffers	6	2
pin swaps	3	0
==> cell families after synthesis <==
kind of cell	synth area share (%)
mux	13.9
flops	63.4
simple gates	18.0
xor+xnor	1.52
buf+inv	3.15
Power is estimated from default activity; no workload was simulated.
