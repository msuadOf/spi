### config.mk
export PLATFORM = sky130hd
export DESIGN_NAME = spi_master
export DESIGN_NICKNAME = spi_master
export VERILOG_FILES = /design/flow/design.v
export SDC_FILE = /design/flow/constraint.sdc
export NUM_CORES = 4
export LEC_CHECK = 1
export CORE_AREA = 10 10 81 81
export DIE_AREA = 0 0 91 91
### constraint.sdc
current_design spi_master

set clk_period 3.1
set clk_io_pct 0.2

create_clock -name clk0 -period $clk_period [get_ports {sys_clk}]

set non_clock_inputs [all_inputs -no_clocks]
set_input_delay [expr $clk_period * $clk_io_pct] -clock clk0 $non_clock_inputs
set_output_delay [expr $clk_period * $clk_io_pct] -clock clk0 [all_outputs]
### design.v
module spi_master (
    sys_clk,
    sys_rst_n,
    o_sck,
    o_cs,
    o_tx_ch1,
    o_tx_ch2,
    i_send_data
);
  input sys_clk;
  input sys_rst_n;
  output reg o_sck;
  output reg o_cs;
  output reg o_tx_ch1;
  output reg o_tx_ch2;
  input wire [8*2-1:0] i_send_data;
  reg [8*2-1:0] Send_Data;   
  always @(i_send_data) begin
    Send_Data = i_send_data;
  end
  reg [5-1:0] Data_State = 5'd0;
  parameter D7_State = 5'd0;   
  parameter D6_State = 5'd2;
  parameter D5_State = 5'd4;
  parameter D4_State = 5'd6;
  parameter D3_State = 5'd8;
  parameter D2_State = 5'd10;
  parameter D1_State = 5'd12;
  parameter D0_State = 5'd14;   
  parameter CS_State = 5'd16;   
  always @(posedge sys_clk or negedge sys_rst_n) begin
    if(sys_rst_n == 0) 
    begin
      o_sck    <= 1'b0;   
      o_cs     <= 1'b1;   
      o_tx_ch1 <= 1'b0;   
      o_tx_ch2 <= 1'b0;   
    end else   
    begin
      o_cs <= 0;   
      case (Data_State)
        5'd1,5'd3,5'd5,5'd7,5'd9,5'd11,5'd13,5'd15: 
       begin
          o_sck      <= 1'b1;   
          Data_State <= Data_State + 5'd1;   
        end
        D7_State: 
        begin
          o_tx_ch1   <= Send_Data[8-1];   
          o_tx_ch2   <= Send_Data[16-1];   
          o_sck      <= 1'b0;   
          Data_State <= Data_State + 5'd1;   
        end
        D6_State: 
        begin
          o_tx_ch1   <= Send_Data[7-1];   
          o_tx_ch2   <= Send_Data[15-1];   
          o_sck      <= 1'b0;   
          Data_State <= Data_State + 5'd1;   
        end
        D5_State: 
        begin
          o_tx_ch1   <= Send_Data[6-1];   
          o_tx_ch2   <= Send_Data[14-1];   
          o_sck      <= 1'b0;   
          Data_State <= Data_State + 5'd1;   
        end
        D4_State: 
        begin
          o_tx_ch1   <= Send_Data[5-1];   
          o_tx_ch2   <= Send_Data[13-1];   
          o_sck      <= 1'b0;   
          Data_State <= Data_State + 5'd1;   
        end
        D3_State: 
        begin
          o_tx_ch1   <= Send_Data[4-1];   
          o_tx_ch2   <= Send_Data[12-1];   
          o_sck      <= 1'b0;   
          Data_State <= Data_State + 5'd1;   
        end
        D2_State: 
        begin
          o_tx_ch1   <= Send_Data[3-1];   
          o_tx_ch2   <= Send_Data[11-1];   
          o_sck      <= 1'b0;   
          Data_State <= Data_State + 5'd1;   
        end
        D1_State: 
        begin
          o_tx_ch1   <= Send_Data[2-1];   
          o_tx_ch2   <= Send_Data[10-1];   
          o_sck      <= 1'b0;   
          Data_State <= Data_State + 5'd1;   
        end
        D0_State: 
        begin
          o_tx_ch1   <= Send_Data[1-1];   
          o_tx_ch2   <= Send_Data[9-1];   
          o_sck      <= 1'b0;   
          Data_State <= Data_State + 5'd1;   
        end
        CS_State: 
        begin
          o_sck      <= 1'b0;   
          o_cs       <= 1'b1;   
          o_tx_ch1   <= 1'b0;   
          o_tx_ch2   <= 1'b0;   
          Data_State <= Data_State + 5'd1;   
        end
        default: begin
          o_sck      <= 1'b0;   
          o_cs       <= 1'b1;   
          o_tx_ch1   <= 1'b0;   
          o_tx_ch2   <= 1'b0;   
          Data_State <= D7_State;
        end
      endcase
    end
  end
endmodule
### run.sh
#!/bin/bash
# OpenROAD 26Q1-2900-gdf79404cd8, Yosys 0.63+post, stock flow scripts
make -C /OpenROAD-flow-scripts/flow DESIGN_CONFIG=/design/flow/config.mk WORK_HOME=/design/flow/orfs finish
==> CHANGELOG.md <==
## Flow update

* Metal2 WL at 651 um
* Cycle use final at 59.10%
* Routed WL per cell at 11.38 um
* Post-CTS Setup Bufs at 0
* PwrDens at 414.3 nW/um2
* Basic Gates by Area at 13.23%
* Final hold vios at 0
* Worst Path Buf+Inv at 1
* Reg2Reg Depth at 5
* First-pass detailed-route iteration total at 4
* Inserted Clock Buffers at 3
* Netlist cell types at 28
* Die height at 91 um
* Placed cell count at 137
* Detailed Route Iter0 Violations at 8
* Residual DRC at 0
* Clk slew on worst S/H paths at 50 ps
* Min Tclk post-route at 1832 ps
* DR vias/cell at 3.418
* Slew margin rel. at 71.20%
* Antenna Violating Nets Remaining at 0
* Setup Total Neg Slack at 0 ps
* Worst setup SP type: flop
* GRT Residual Overflow at 0
* Dpl hpwl at 1.309 mm
* Metal3 WL at 197 um
* Initial antenna violation count at 0
* NetSw at 0.00009018 W
* Final setup vio count at 0
* Synth warn at 1
* F_max at 545.8 MHz
* CTS Hold Bufs at 0
* Cells in synth_stat.txt at 53
* Crit-path leading delay family: flip-flops
* CTS resizes at 0
* RSZ-0062 raised after global routing: no
* Highest metal used: met3
* Vias in the first global route at 566
* Area grow syn2layout at 54.66%
* Antenna cells at 0
* Largest logic family: multiplexers
* Kind of critical path: reg2out
* Clock share of power at 36.9%
* First-pass GRT wire length at 2.718 mm
* Yosys stat area at 576.8 um2
* Register share after synthesis at 43.60%
* Synth flops at 9
* Wire length on met1 at 755 um
* Maxcap violations at 0
* Slew @ Worst Pin at 430.7 ps
* Worst Hold End: o_tx_ch1$_DFFE_PN0N_
* Number of port buffers at 21
* Comb power frac at 20.7%
* Leakage at 0.3292 nW
* Late-Pin Clk Latency at 230 ps
* Stage-log warning count at 27
* Mapped Cells at 53
* Worst R2R Setup Slack at 1460 ps
* Flop pwr share at 42.4%
* Share of layout cells above drive strength 1 at 10.81%
* CP required at 2480 ps
* Root Driver: clkbuf_8
* Fin. max-slew vios at 0
* Global Route Usage Sum at 4.048%
* Ao+oa area frac at 11.71%
* Adder share at 6.508%
* Status: completed
* FF-to-FF Start: Data_State[0]$_SDFFCE_PN0P_
* Crit Reg-Reg Endpoint: Data_State[2]$_SDFFCE_PN0P_
* Crit end category: primary output
* CP Cell Sequence: clkdlybuf4s50_1
* Die width at 91 um
* Post-Syn Area per Cell at 10.88 um2
* DRT Wirelength at 1.604 mm
* Final Non-Filler Cells at 141
* # IOs at 22
* VDD IR-drop max at 0.0001706 V
* CP arrival at 1210 ps
* CTS tree: built
* Hold WC Path Type: reg2reg
* Hold depth at 2
* Chip area at 8281 um2
* CTS sink cnt at 9
* Fillcell total at 530
* Vias at 482
* Final Skew at 3.445 ps
* H-tree Lvls at 1
* Internal power at 0.0002794 W
* XOR Share, Synth at 1.518%
* Slowest cell on the critical path: dfstp_2
* Post-Syn Area at 576.8 um2
* Core area at 4817 um2
* Mux frac, synth at 16.49%
* FP Util at 11.97%
* Switching part of the total power at 24.40%
* Largest net degree at the start of global routing at 12
* # rows at 25
* Worst hold start: o_tx_ch1$_DFFE_PN0N_
* Clock Tree Buf Depth at 2
* Worst stage delay on the critical path at 520 ps
* Placer Congestion at 0.8653
* Critical Path Fanout Max at 1
cells in the mapped netlist:
cell | instances | area share, %
o21bai_1 | 1 | 1.3
buf_6 | 1 | 2.0
o32ai_1 | 1 | 1.5
o31a_1 | 1 | 1.5
a32o_1 | 1 | 1.7
or3_1 | 1 | 1.1
o21ai_0 | 2 | 1.7
a31oi_1 | 2 | 2.2
nor3_1 | 1 | 0.87
nand2_1 | 1 | 0.65
buf_2 | 2 | 1.7
nand3_1 | 1 | 0.87
mux2i_1 | 5 | 8.7
a21oi_1 | 2 | 1.7
nand3b_1 | 1 | 1.3
ha_1 | 3 | 6.5
xnor2_1 | 1 | 1.5
mux2_2 | 2 | 3.9
edfxtp_1 | 5 | 26
mux4_2 | 1 | 3.9
dfstp_2 | 1 | 4.6
nand2b_1 | 3 | 3.3
nor2b_1 | 1 | 1.1
nor2_1 | 3 | 2.0
dfrtp_1 | 3 | 13
and2_1 | 2 | 2.2
inv_1 | 4 | 2.6
clkbuf_1 | 1 | 0.65
cell usage in the layout, fill, tap and decap left out:
master,instances
ha_1,3
nor2_1,3
clkbuf_8,3
o31a_1,1
nand3b_1,1
dfstp_2,1
o21ai_0,2
clkdlybuf4s50_1,21
and2_1,2
mux2_2,2
nand3_1,1
nand2_1,1
a21oi_1,2
mux2i_1,5
a32o_1,1
edfxtp_1,5
dfrtp_1,3
nor2b_1,1
clkinv_2,1
o32ai_1,1
a31oi_1,2
nand2b_1,3
xnor2_1,1
mux4_2,1
nor3_1,1
or3_1,1
o21bai_1,1
inv_1,4
power by group through the flow:
stage / sequential [W] / clock, W / combinational (W)
finish: 0.000157 / 0.000136 / 0.0000765
global route: 0.000159 / 0.000148 / 0.0000855
CTS: 0.000157 / 0.000137 / 0.0000771
cell families after synthesis:
kind of cell,after synthesis
AND/OR/NAND/NOR,14
AND-OR/OR-AND,10
flip-flops,9
buffers and inverters,8
multiplexers,8
adder cells (fa/ha/maj),3
XOR/XNOR,1
layout make-up:
type                            count  area, um2  share of cell area, %
Clock buffer                        3      41.29                  4.628
Sequential cell                     9      251.5                  28.19
Multi-Input combinational cell     36      285.3                  31.98
Inverter                            4      15.01                  1.683
Clock inverter                      1      5.005                 0.5610
Timing Repair Buffer               21      210.2                  23.56
Tap cell                           67      83.83                  9.397
worst max-delay path by stage:
stage         endpoint      startpoint  depth (start not counted)  slack, ps
CTS               o_cs  o_cs$_DFF_PN1_                          1       1250
finish            o_cs  o_cs$_DFF_PN1_                          1       1270
global route      o_cs  o_cs$_DFF_PN1_                          1       1230
registers in the layout, summed over array words and instances (netlist names):
| signal | flops |
|---|---|
| o_tx_ch2 | 1 |
| o_tx_ch1 | 1 |
| o_cs | 1 |
| Data_State | 5 |
| o_sck | 1 |
through the flow:
| stage | hold WS [ps] | utilization [%] | power (W) | instance area (um2) | setup slack, ps |
|---|---|---|---|---|---|
| floorplan | 324.4 | - | 0.0001937 | 576.8 | 1729 |
| global placement | 547.2 | 17.56 | 0.0002317 | 845.8 | 1348 |
| global route | 602.2 | 18.52 | 0.0003921 | 892.1 | 1229 |
| CTS | 575.6 | 18.52 | 0.0003711 | 892.1 | 1249 |
| finish | 568.7 | 18.52 | 0.0003696 | 892.1 | 1268 |
| detailed placement | 567.4 | 17.56 | 0.0002347 | 845.8 | 1349 |
layer usage:
layer / vias to the layer above / track usage, %
met5: - / 0
met4: 0 / 0.1305
met3: 0 / 2.905
met2: 27 / 5.728
met1: 225 / 5.188
li1: 230 / -
Power figures rest on the tool's default switching activity, not on a simulated workload.
